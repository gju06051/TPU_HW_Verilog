File: design/flow/constraint.sdc
current_design SA

set clk_period 10.8
set clk_io_pct 0.2

create_clock -name clk0 -period $clk_period [get_ports {clk}]

set non_clock_inputs [all_inputs -no_clocks]
set_input_delay [expr $clk_period * $clk_io_pct] -clock clk0 $non_clock_inputs
set_output_delay [expr $clk_period * $clk_io_pct] -clock clk0 [all_outputs]
File: design/flow/config.mk
export PLATFORM = sky130hd
export DESIGN_NAME = SA
export DESIGN_NICKNAME = SA
export VERILOG_FILES = /design/flow/design.v
export SDC_FILE = /design/flow/constraint.sdc
export NUM_CORES = 4
export LEC_CHECK = 1
export CORE_UTILIZATION = 30
File: design/flow/run.sh
#!/bin/bash
# OpenROAD 26Q1-2900-gdf79404cd8, Yosys 0.63+post, stock flow scripts
make -C /OpenROAD-flow-scripts/flow DESIGN_CONFIG=/design/flow/config.mk WORK_HOME=/design/flow/orfs finish
File: design/flow/design.v
module Counter #(
    parameter COUNT_NUM = 4
    )
    (
    input   clk,
    input   rst_n,
    input   start_i,
    output  done_o
    );
    localparam COUNT_LG2 = $clog2(COUNT_NUM);
    localparam IDLE = 2'b00;
    localparam RUN  = 2'b01;
    localparam DONE = 2'b10;
    reg [1:0] c_state, n_state;
    reg [COUNT_LG2-1:0] cnt_num;
    always @(posedge clk, negedge rst_n) begin
        if (!rst_n) begin
            c_state <= IDLE;
        end else begin
            c_state <= n_state;
        end
    end
    always @(*) begin 
        n_state = c_state;   
        case (c_state)
            IDLE    : begin
                if (start_i) begin
                    n_state = RUN;
                end
            end
            RUN     : begin
                if (cnt_num==COUNT_NUM-1) begin
                    n_state = DONE;
                end
            end
            DONE    : begin
                n_state = IDLE;
            end
            default : begin
                n_state = IDLE;
            end
        endcase
    end
    always @(posedge clk, negedge rst_n) begin
        if (!rst_n) begin
            cnt_num <= {(COUNT_LG2){1'b0}};
        end else begin
            case (c_state)
                IDLE    : cnt_num <= {(COUNT_LG2){1'b0}};
                RUN     : cnt_num <= cnt_num + 'd1;
                DONE    : cnt_num <= {(COUNT_LG2){1'b0}};
                default : cnt_num <= {(COUNT_LG2){1'b0}};
            endcase
        end
    end
    assign done_o = (c_state==DONE);
endmodule
module PE #(
    parameter DATA_WIDTH = 8,
    parameter PSUM_WIDTH = 32
    )
    (
    input   clk,
    input   rst_n,
    input   [DATA_WIDTH-1:0]        ifmap_i,
    input   [DATA_WIDTH-1:0]        weight_i,
    input   [PSUM_WIDTH-1:0]        psum_i,
    input                           ifmap_en_i,
    input                           weight_en_i,
    input                           psum_en_i,
    output  [DATA_WIDTH-1:0]        ifmap_o,
    output  [DATA_WIDTH-1:0]        weight_o,
    output  [PSUM_WIDTH-1:0]        psum_o,
    output                          weight_en_o,
    output                          psum_en_o
    );
    reg     [DATA_WIDTH-1:0]        ifmap_r;
    reg     [DATA_WIDTH-1:0]        weight_r;
    reg     [PSUM_WIDTH-1:0]        psum_r;
    reg     [(DATA_WIDTH*2)-1:0]    product_r;       
    reg                             weight_en_r;
    reg                             psum_en_r;
    always @(posedge clk, negedge rst_n) begin
        if (!rst_n) begin
            weight_en_r <= 1'b0;
            psum_en_r   <= 1'b0;
        end else begin
            weight_en_r <= weight_en_i;
            psum_en_r   <= psum_en_i;
        end
    end
    always @(posedge clk, negedge rst_n) begin
        if (!rst_n) begin
            ifmap_r <= {(DATA_WIDTH){1'b0}};
        end
        else if (ifmap_en_i) begin
            ifmap_r <= ifmap_i;
        end
    end
    always @(posedge clk, negedge rst_n) begin
        if (!rst_n) begin
            weight_r <= {(DATA_WIDTH){1'b0}};
        end 
        else if (weight_en_i) begin
            weight_r <= weight_i;
        end
    end
    always @(posedge clk, negedge rst_n) begin
        if (!rst_n) begin
            psum_r <= {(PSUM_WIDTH){1'b0}};
        end
        else if (psum_en_i) begin
            psum_r <= psum_i;        
        end
    end
    always @(posedge clk, negedge rst_n) begin
        if (!rst_n) begin
            product_r <= {(DATA_WIDTH*2){1'b0}};
        end else if (weight_en_i) begin
            product_r <= ifmap_r * weight_i;
        end
    end
    assign psum_o = product_r + psum_r;
    assign ifmap_o  = ifmap_r;
    assign weight_o = weight_r;
    assign weight_en_o  = weight_en_r;
    assign psum_en_o    = psum_en_r;
endmodule
module SA #(
    parameter PE_SIZE       = 4,
    parameter DATA_WIDTH    = 8,
    parameter PSUM_WIDTH    = 32
    )
    (
    input clk,
    input rst_n,
    input   [DATA_WIDTH*PE_SIZE-1:0]    ifmap_row_i,
    input   [DATA_WIDTH*PE_SIZE-1:0]    weight_col_i,
    input   [PSUM_WIDTH*PE_SIZE-1:0]    psum_row_i,
    input                               ifmap_preload_i,
    input   [PE_SIZE-1:0]               weight_en_col_i,
    input   [PE_SIZE-1:0]               psum_en_row_i,
    output  [DATA_WIDTH*PE_SIZE-1:0]    ifmap_row_o,
    output  [DATA_WIDTH*PE_SIZE-1:0]    weight_col_o,
    output  [PSUM_WIDTH*PE_SIZE-1:0]    psum_row_o,
    output  [PE_SIZE-1:0]               weight_en_col_o,      
    output  [PE_SIZE-1:0]               psum_en_row_o       
    );
    wire    [DATA_WIDTH*PE_SIZE-1:0]    ifmap_row_w         [0:PE_SIZE];
    wire    [DATA_WIDTH*PE_SIZE-1:0]    weight_col_w        [0:PE_SIZE];
    wire    [PSUM_WIDTH*PE_SIZE-1:0]    psum_row_w          [0:PE_SIZE];
    wire                                ifmap_en_w;
    wire    [PE_SIZE-1:0]               weight_en_col_w     [0:PE_SIZE];
    wire    [PE_SIZE-1:0]               psum_en_row_w       [0:PE_SIZE];
    assign ifmap_row_w[0]       = ifmap_row_i;
    assign weight_col_w[0]      = weight_col_i;
    assign psum_row_w[0]        = psum_row_i;
    assign weight_en_col_w[0]   = weight_en_col_i;
    assign psum_en_row_w[0]     = psum_en_row_i;
    wire preload_done_w;
    Counter #(
        .COUNT_NUM ( PE_SIZE-1 )
    )u_Counter(
        .clk     ( clk              ),
        .rst_n   ( rst_n            ),
        .start_i ( ifmap_preload_i  ),
        .done_o  ( preload_done_w   )
    );
    reg preload_r;
    always @(posedge clk, negedge rst_n) begin
        if (!rst_n) begin
            preload_r <= 1'b0;
        end else if (ifmap_preload_i) begin
            preload_r <= 1'b1;
        end else if (preload_done_w) begin
            preload_r <= 1'b0;
        end
    end 
    assign ifmap_en_w = (!preload_done_w) & (ifmap_preload_i | preload_r);
    genvar j, k;
    generate
        for (j=0; j < PE_SIZE; j=j+1) begin : GEN_COL_PE
            for (k=0; k < PE_SIZE; k=k+1) begin : GEN_ROW_PE
                PE #(
                    .DATA_WIDTH(DATA_WIDTH),
                    .PSUM_WIDTH(PSUM_WIDTH)
                ) PE_INST (   
                    .clk            ( clk   ), 
                    .rst_n          ( rst_n ), 
                    .ifmap_i        ( ifmap_row_w    [k][DATA_WIDTH*(PE_SIZE-j)-1 -: DATA_WIDTH] ), 
                    .weight_i       ( weight_col_w   [j][DATA_WIDTH*(PE_SIZE-k)-1 -: DATA_WIDTH] ), 
                    .psum_i         ( psum_row_w     [k][PSUM_WIDTH*(PE_SIZE-j)-1 -: PSUM_WIDTH] ), 
                    .ifmap_en_i     ( ifmap_en_w ), 
                    .weight_en_i    ( weight_en_col_w[j][(PE_SIZE-k)-1] ), 
                    .psum_en_i      ( psum_en_row_w  [k][(PE_SIZE-j)-1] ), 
                    .ifmap_o        ( ifmap_row_w    [k+1][DATA_WIDTH*(PE_SIZE-j)-1 -: DATA_WIDTH] ), 
                    .weight_o       ( weight_col_w   [j+1][DATA_WIDTH*(PE_SIZE-k)-1 -: DATA_WIDTH] ), 
                    .psum_o         ( psum_row_w     [k+1][PSUM_WIDTH*(PE_SIZE-j)-1 -: PSUM_WIDTH] ), 
                    .weight_en_o    ( weight_en_col_w[j+1][(PE_SIZE-k)-1] ), 
                    .psum_en_o      ( psum_en_row_w  [k+1][(PE_SIZE-j)-1] )
                );
            end
        end
    endgenerate
    assign ifmap_row_o  = ifmap_row_w   [PE_SIZE];
    assign weight_col_o = weight_col_w  [PE_SIZE];
    assign psum_row_o   = psum_row_w    [PE_SIZE];
    assign weight_en_col_o  = weight_en_col_w   [PE_SIZE];
    assign psum_en_row_o    = psum_en_row_w     [PE_SIZE];
endmodule
==> results_slide.txt <==
Implementation Results

Route
  – Residual DRC: 0
  – Routed Wire Length: between 200 and 250 mm
  – Drt pass-1 iters: 7
  – Post-DRT Antenna Nets: 0
  – Initial drt markers: about 2800
  – Vias: between 60000 and 70000
  – WL met1: 98.9 mm
  – Via density: around 4.7
  – WL/cell: about 16 um
  – Metal2 WL: around 90 mm
  – Wire length on met3: 11.6 mm
  – Uppermost layer routed: met5

Synth
  – Seq cells post-synth: 1062
  – Syn_area_per_cell: between 10 and 15 um^2
  – Dominant Register Cell: dfrtp_1
  – Yosys Chip Area: 86600 um^2
  – Post-synthesis sequential area ratio: 0.307
  – Post-Synthesis Cells: 8482
  – Cells in synth_stat.txt: 8482
  – Ys async rst share: 1.00
  – Count of library flops with an enable pin: 0
  – Unique masters post-synth: around 90
  – Syn. warnings: 3
  – Cell Area, Synth: slightly below 90000 um^2

Final timing
  – Rel. slew slack: 0.422
  – Cycle use final: 0.652
  – Highest Clock Rate: between 100 and 150 MHz
  – Max Clock Skew: 0.193 ns
  – Minimum period implied by the final worst setup slack: between 7 and 8 ns
  – Fin Setup TNS: 0 ns
  – Slew Viols, Final: 0
  – Final setup fails: 0
  – Final Hold Violation Tally: 0
  – Setup slack after layout: between 3 and 4 ns
  – Unrepaired setup endpoints after global routing: false
  – Actual slew at the worst max-slew pin: ~0.87 ns

Critical path
  – Critical path class: reg -> out
  – Reg-to-reg startpoint: GEN_COL_PE[0].GEN_ROW_PE[0].PE_INST.weight_r[2]$_DFFE_PN0P_
  – Crit-path max FO: 4
  – Critical Path Sink Type: primary output
  – Startpoint Class: register
  – Register-to-Register Path Depth: 16
  – Crit path from: GEN_COL_PE[1].GEN_ROW_PE[3].PE_INST.product_r[0]$_DFFE_PN0P_
  – FF-to-FF setup slack: 6.02 ns
  – Critical path required time: 8.64 ns
  – CP arrival: 4.88 ns

Clock tree
  – TritonCTS clock tree: built
  – Max H-tree Level: 4
  – Clock sinks: 1062
  – Root Buffer: clkbuf_16
  – Cts bufs inserted: ~140
  – Post-CTS setup buffers: 0
  – Resized Gates After CTS: 0
  – Latest clock arrival within the worst-skew pair: 0.82 ns
  – CTS clk-pin slew, worst paths: around 0.050 ns
  – Hold buffers post-CTS: 0
  – Clock tree buffer depth: 4

GRT
  – Initial antenna violation count: 14
  – Largest net degree at the start of global routing: around 120
  – GRT Total Usage: 0.151
  – GRT overflow: 0
  – First-pass GRT wire length: 340 mm
  – Vias in the first global route: 60800

Job
  – Count of tool warnings: 41
  – Max cap viols: 0

Final layout
  – Share of cells above drive strength 1: 0.121
  – Layout Area Growth over Synthesis: 15.3%
  – Non-Filler Instances: approximately 13000

Min path
  – Hold Crit Endpoint: u_Counter.cnt_num[0]$_DFF_PN0_
  – Hold Path Class: reg -> reg
  – Hold Path Origin: u_Counter.cnt_num[0]$_DFF_PN0_
  – Hold depth: 1

Floorplan
  – Area of the core: 286000 um^2
  – Number of core rows: 196
  – Die width: 539 um
  – Io pins: 403
  – Full die area: between 200000 and 300000 um^2
  – DIE HEIGHT: 539 um
  – Initial Util: 0.303

Placed design
  – RD Place Congestion: between 0.9 and 1
  – IO Port Bufs: between 400 and 500
  – Placed Instances: 12500
  – DP HPWL: around 160 mm
  – Pre-CTS WS: 3.83 ns

Status
  – Status: completed
[per-layer routing]
layer / vias to the layer above / global-route usage
met5: - / 0.000329
met4: 12 / 0.0306
met1: 29500 / 0.227
met2: 1106 / 0.227
li1: 29200 / -
met3: 224 / 0.0342
[Yosys cell counts (18+ instances only)]
master | instances | area share
and3_1 | 70 | 0.0051
o21ai_0 | 151 | 0.0087
nand3_1 | 150 | 0.0087
o211ai_1 | 18 | 0.0016
mux2i_1 | 26 | 0.0030
nor3_1 | 87 | 0.0050
xor2_1 | 232 | 0.023
a211oi_1 | 30 | 0.0026
a31o_2 | 23 | 0.0023
a31oi_1 | 25 | 0.0018
and2_1 | 842 | 0.061
fa_1 | 592 | 0.14
a21o_1 | 152 | 0.013
inv_1 | 1000 | 0.043
nor2_1 | 423 | 0.018
a21oi_1 | 463 | 0.027
ha_1 | 833 | 0.12
o21a_1 | 31 | 0.0027
o21bai_1 | 76 | 0.0066
buf_1 | 21 | 0.00091
a41oi_1 | 25 | 0.0025
nor2b_1 | 57 | 0.0041
nand2_1 | 447 | 0.019
clkbuf_1 | 165 | 0.0072
nand2b_1 | 46 | 0.0033
nand4_1 | 52 | 0.0038
mux2_2 | 728 | 0.095
xnor2_1 | 399 | 0.040
dfrtp_1 | 1061 | 0.31
[how the worst max path moves through the flow]
stage / endpoint / slack (ns)
finish: psum_row_o[82] / 3.76
CTS: psum_row_o[82] / 3.71
global route: psum_row_o[82] / 3.51
[sequential cells by signal (all words and copies together) (netlist names)]
name                                       flops
GEN_COL_PE.GEN_ROW_PE.PE_INST.product_r      256
u_Counter.cnt_num                              2
GEN_COL_PE.GEN_ROW_PE.PE_INST.psum_en_r       16
GEN_COL_PE.GEN_ROW_PE.PE_INST.ifmap_r        128
GEN_COL_PE.GEN_ROW_PE.PE_INST.weight_r       128
preload_r                                      1
GEN_COL_PE.GEN_ROW_PE.PE_INST.weight_en_r     16
GEN_COL_PE.GEN_ROW_PE.PE_INST.psum_r         512
u_Counter.c_state                              3
[logic make-up after synthesis]
kind of cell,after synthesis,synth area share
buffers and inverters,1196,0.0523
flip-flops,1062,0.307
AND/OR/NAND/NOR,2267,0.137
AND-OR/OR-AND,1147,0.0852
XOR/XNOR,631,0.0638
adder cells (fa/ha/maj),1425,0.257
multiplexers,754,0.0977
[metrics by stage]
stage	utilization	hold slack (ns)	cell area [um^2]
floorplan	-	0.352	86600
global route	0.349	0.456	99800
finish	0.349	0.434	99800
global placement	0.333	0.411	95100
detailed placement	0.333	0.425	95100
CTS	0.349	0.432	99800
[cell type report]
cell class,count,area (um^2)
fillers,27900,186000
multi-input cells,6224,55500
flip-flops and latches,1062,26600
well taps,3762,4710
repair buffers,464,4570
clock buffers,193,4000
inverters,1000,3750
clock inverters,50,702
diodes,3,7.51
[cells in the final DEF (no fill, tap or decap), types with 14 or more instances in the layout]
cell type,count
dfrtp_1,1058
inv_1,1000
and2_1,842
ha_1,833
mux2_2,728
fa_1,592
a21oi_1,463
nand2_1,447
nor2_1,423
clkdlybuf4s50_1,401
xnor2_1,399
xor2_1,232
a21o_1,152
o21ai_0,151
nand3_1,150
clkbuf_16,140
nor3_1,87
o21bai_1,75
and3_1,70
nor2b_1,57
buf_4,56
nand4_1,52
nand2b_1,46
o21a_1,31
a211oi_1,30
clkbuf_8,30
mux2i_1,26
a41oi_1,25
a31oi_1,25
a31o_2,23
clkbuf_1,23
o211ai_1,18
or3_1,15
clkinv_2,15
o31ai_1,14
[worst max-delay path, stage by stage (launching register included)]
cell and delay (ns):
dfrtp_1 0.35, ha_1 0.16, inv_1 0.05, fa_1 0.39, and2b_1 0.24, o31a_2 0.15, o211ai_1 0.09, a21oi_1 0.20
a41oi_1 0.21, o31ai_2 0.63, a211oi_1 0.17, or3b_1 0.42, xnor2_1 0.44, clkdlybuf4s50_1 0.57
